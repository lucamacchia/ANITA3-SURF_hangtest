--- ./config.mk ---
export PLATFORM = sky130hd
export DESIGN_NAME = SCALER_TOPv2
export DESIGN_NICKNAME = SCALER_TOPv2
export VERILOG_FILES = /design/flow/design.v
export SDC_FILE = /design/flow/constraint.sdc
export NUM_CORES = 4
export LEC_CHECK = 1
export CORE_UTILIZATION = 40
--- ./constraint.sdc ---
current_design SCALER_TOPv2

set clk_period 26.9
set clk_io_pct 0.2

create_clock -name clk0 -period $clk_period [get_ports {clk33_i}]

set non_clock_inputs [all_inputs -no_clocks]
set_input_delay [expr $clk_period * $clk_io_pct] -clock clk0 $non_clock_inputs
set_output_delay [expr $clk_period * $clk_io_pct] -clock clk0 [all_outputs]
--- ./design.v ---
`timescale 1ns / 1ps
module ANITA3_scaler(
		clk_i,
		pps_i,
		count_i,
		scaler_o
    );
	parameter WIDTH = 8;
	parameter PRESCALE = 0;
	input clk_i;
	input pps_i;
	input count_i;
	output [WIDTH-1:0] scaler_o;
	reg [WIDTH+PRESCALE-1:0] counter = {WIDTH+PRESCALE{1'b0}};
	wire [WIDTH+PRESCALE:0] counter_plus_one = counter + 1;
	reg [WIDTH-1:0] scaler = {WIDTH{1'b0}};
	always @(posedge clk_i) begin
		if (pps_i) counter <= {WIDTH+PRESCALE{1'b0}};
		else if (count_i && !counter_plus_one[WIDTH+PRESCALE]) counter <= counter_plus_one;
		if (pps_i) scaler <= counter[PRESCALE +: WIDTH];
	end
	assign scaler_o = scaler;
endmodule
`timescale 1ns / 1ps
module SCALER_CLOCK_v2(
		input clk33_i,
		output khz_clk_o
    );
	localparam [15:0] MATCH = 33333;
	reg [15:0] counter = {16{1'b0}};
	reg khz_clk = 0;
	always @(posedge clk33_i) begin
		if (khz_clk) counter <= {16{1'b0}};
		else counter <= counter + 1;
		khz_clk <= (counter == MATCH);
	end
	assign khz_clk_o = khz_clk;
endmodule
`timescale 1ns / 1ps
module SCALER_TOPv2(
		input clk33_i,
		input [16:0] scal_i,
		input [4:0] scal_addr_i,
		input scal_rd_i,
		output [15:0] scal_dat_o,
		output [15:0] refpulse_cnt_o
    );
	wire update_scalers;
	SCALER_CLOCK_v2 u_clk(.clk33_i(clk33_i),
								 .khz_clk_o(update_scalers));
	wire [15:0] scaler_data_out[31:0];
	reg [1:0] ref_pulse_reg = {2{1'b0}};
	reg [15:0] ref_pulse_counter = {16{1'b0}};
	reg [15:0] ref_pulse_count = {16{1'b0}};
	reg [15:0] gated_scaler = {16{1'b0}};
	wire [15:0] ref_pulse_in = {16{scal_i[0]}};
	always @(posedge clk33_i) begin
		gated_scaler <= ref_pulse_in & scal_i[16:1];
		ref_pulse_reg <= {ref_pulse_reg[0],scal_i[0]};
		if (update_scalers) ref_pulse_counter <= {16{1'b0}};
		else if (ref_pulse_reg[0] && !ref_pulse_reg[1]) ref_pulse_counter <= ref_pulse_counter + 1;
		if (update_scalers) ref_pulse_count <= ref_pulse_counter;
	end
	generate
		genvar trig, ant;
		for (trig=0;trig<4;trig=trig+1) begin : L1
			ANITA3_scaler #(.WIDTH(16),.PRESCALE(0)) u_l1_scaler(.clk_i(clk33_i),
																				  .pps_i(update_scalers),
																				  .count_i(scal_i[1+trig]),
																				  .scaler_o(scaler_data_out[12+trig]));
			ANITA3_scaler #(.WIDTH(16),.PRESCALE(0)) u_l1_mon_scaler(.clk_i(clk33_i),
																				  .pps_i(update_scalers),
																				  .count_i(gated_scaler[trig]),
																				  .scaler_o(scaler_data_out[28+trig]));
		end
		for (ant=0;ant<12;ant=ant+1) begin : ANT
			ANITA3_scaler #(.WIDTH(16),.PRESCALE(0)) u_ant_scaler(.clk_i(clk33_i),
																					.pps_i(update_scalers),
																					.count_i(scal_i[5+ant]),
																					.scaler_o(scaler_data_out[ant]));
			ANITA3_scaler #(.WIDTH(16),.PRESCALE(0)) u_ant_mon_scaler(.clk_i(clk33_i),
																					.pps_i(update_scalers),
																					.count_i(gated_scaler[4+ant]),
																					.scaler_o(scaler_data_out[16+ant]));
		end
	endgenerate
	reg scaler_bank = 0;
	reg [31:0] scaler_ram[63:0];
	reg [31:0] scaler_out;
	integer i;
	initial begin
		for (i=0;i<64;i=i+1) begin
			scaler_ram[i] <= {32{1'b0}};
		end
	end
	reg reading = 0;
	reg updating = 0;
	reg was_updating = 0;
	reg maybe_reading_too_slow = 0;
	reg [4:0] scaler_addr_count = {5{1'b0}};
	wire [5:0] scaler_addr_count_plus_one = scaler_addr_count + 1;
	always @(posedge clk33_i) begin	
		if (update_scalers) updating <= 1;
		else if (scaler_addr_count_plus_one[5]) updating <= 0;
		if (updating) scaler_addr_count <= scaler_addr_count_plus_one;
		if (updating) 
			scaler_ram[{scaler_bank,scaler_addr_count}] <= {ref_pulse_count,scaler_data_out[scaler_addr_count]};
		scaler_out <= scaler_ram[{!scaler_bank,scal_addr_i}];
		if ((scal_addr_i == {5{1'b0}}) && scal_rd_i)
			reading <= 1;
		else if ((scal_addr_i == {5{1'b1}}) && scal_rd_i) 
			reading <= 0;
		else if (update_scalers && maybe_reading_too_slow)
			reading <= 0;
		if (!reading) maybe_reading_too_slow <= 0;
		else if (update_scalers && reading) maybe_reading_too_slow <= 1;
		was_updating <= updating;
		if (!updating && was_updating && !reading) scaler_bank <= ~scaler_bank;		
	end
	assign scal_dat_o = scaler_out[15:0];
	assign refpulse_cnt_o = scaler_out[31:16];
endmodule
--- ./run.sh ---
#!/bin/bash
# OpenROAD 26Q1-2900-gdf79404cd8, Yosys 0.63+post, stock flow scripts
make -C /OpenROAD-flow-scripts/flow DESIGN_CONFIG=/design/flow/config.mk WORK_HOME=/design/flow/orfs finish
==> qor.txt <==
Most numerous cell in the Yosys netlist: edfxtp_1
Clock-pin slew on the worst setup and hold paths: 0.06 ns
Register share after synthesis: 71.6%
Met1 Track Usage GR: 29.8%
Power, Total: 0.0109 W
Post-synth ARST share: 0%
CP arrival: 9.85 ns
Die W: 561 µm
Critical Setup Path Class: in -> reg
Internal power consumption: 0.00845 W
Pleak: 44.5 nW
Post-CTS setup buffers: 0
Routed Antenna Nets: 0
Total CTS buffers: 334
Setup Skew: 0.107 ns
Post-synth area hogs: edfxtp_1 (62%), dfxtp_1 (9.6%), mux4_2 (9.3%)
Top-Level Pins: 56
Post-DR wirelength/cell: 28.9 µm
WP data required: 27.70 ns
Via/cell ratio: 5.77
CTS max path bufs: 4
Synth Area per Inst: 16.5 µm²
Die Area: 315000 µm²
Final setup viols: 0
Core area: 310000 µm²
Worst slew pin tran: 1.11 ns
Post-route DRC: 0
Yosys reg bits: 3181
Core Util, Final: 46.2%
Largest net degree at the start of global routing: 149
Worst vdd rail ir drop: 0.0000741 V
Clock Sinks: 3181
Vias in the first global route: 72051
Pre-CTS setup slack: 16.71 ns
Rows: 204
Synth top cells by count: edfxtp_1 (2582), nor2_1 (627), dfxtp_1 (599)
Global Route Usage Sum: 24.5%
Total wire length: 354000 µm
Area delta synth->final: 14.4%
Tool warnings: 43
Area leader share: 62.0%
Initial antenna violation count: 18
Share of cells above drive strength 1: 17.4%
Max-slew violations: 0
Worst slew margin: 25.5%
Comb power frac: 4.9%
Max FFs per register: 2048
Crit. End Element: flip-flop
Final setup TNS: 0 ns
First-pass GRT wire length: 508000 µm
Hold_buf cts: 0
Fill cells: 25741
DIE HEIGHT: 561 µm
Hold crit path type: reg -> reg
Sequential share of power: 52.3%
Hold Fails Final Rpt: 0
Clock root buffer: clkbuf_16
Gr busiest metal: met2
Mapped Cells: 7572
Total gr overflow: 0
DP HPWL: 220000 µm
Clock power share: 42.8%
Later-pin clock latency in the skew report: 0.95 ns
Worst setup margin: 17.85 ns
I/O Buffers: 55
Fmax: 111 MHz
Main synth FF type: edfxtp_1
Max_cap viols: 0
Yosys stat area: 125000 µm²
GP Congestion: 1.02
CTS tree: built
Met2 usage: 34.9%
Final period utilization: 33.6%
Total number of vias: 70635
H-tree levels: 5
Post-CTS sizing: 0
Cell Type Count: 92
Routing usage on met3: 16.5%
Cell type with the largest total area: edfxtp_1
EDFF count, synth: 2582
Synth warnings: 3
Fp_density: 40.4%
RSZ-0062 raised after global routing: false
Setup crit start kind: primary input
Status: finished, final reports clean
Yosys Instances: 7572
Post-Syn Area: 125000 µm²
Hold slack: 0.351 ns
Initial DRC count: 5744
Switch share: 22.5%
Iteration tally of the first detailed-router pass: 8
Fin crit period: 9.05 ns
Worst-path maximum fanout: 66
Most flops, register: scaler_ram
Pwr/cell area: 76.1 nW/µm²
Psw: 0.00245 W
logic make-up (layout without fill, tap and decap cells):
logic type / count (synthesis) / count (layout) / share of synthesized area [%]
adders and majority gates: 41 / 41 / 0.410
AOI/OAI and AO/OA: 997 / 997 / 5.55
DFF: 3181 / 3181 / 71.6
and+or+nand+nor: 1821 / 1821 / 7.38
muxes: 722 / 722 / 10.9
buffers and inverters: 435 / 980 / 1.50
other: 0 / 7 / 0
xor gates and xnor gates: 375 / 375 / 2.63
layout by cell type (no fill, tap or decap), types with 53 or more instances in the layout:
master / instances
nand3_1: 188
o22ai_1: 81
clkbuf_16: 337
and2_1: 57
clkinv_2: 57
nand4_1: 146
o211ai_1: 65
mux4_2: 514
xnor2_1: 154
mux2i_1: 183
a21oi_1: 169
a221oi_1: 77
or3_1: 53
a22oi_1: 83
and4_1: 83
dfxtp_1: 598
buf_4: 241
xor2_1: 221
nor2_1: 565
inv_1: 61
and3_1: 93
nor2_4: 60
nand2_1: 261
edfxtp_1: 2582
nor3_1: 110
o21ai_0: 181
clkbuf_1: 80
metal layers:
layer / vias to the layer above / routed length, µm
met5: - / 634
met4: 16 / 19300
met3: 711 / 55600
met2: 4215 / 161000
met1: 34796 / 118000
li1: 30897 / -
path summary, 6_finish.rpt:
| path | end | cells past startpoint | start | slack [ns] |
|---|---|---|---|---|
| setup / recovery | scaler_out[26] | 10 | scal_addr_i[0] | 17.85 |
| hold / removal | ref_pulse_reg[1] | 0 | ref_pulse_reg[0] | 0.35 |
| setup reg to reg | scaler_ram[19][14] | 12 | scaler_addr_count[0] | 21.62 |
| hold reg to reg | ref_pulse_reg[1] | 0 | ref_pulse_reg[0] | 0.35 |
final cells by class:
cell class	count	area, µm²	area share, %
flip-flops and latches	3181	89500	62.6
multi-input cells	3956	34500	24.1
clock buffers	435	8980	6.28
well taps	4120	5150	3.60
repair buffers	304	2530	1.77
clock inverters	179	2170	1.51
inverters	62	235	0.164
diodes	7	17.5	0.0122
worst max-delay path: stages:
cell and delay (ns):
buf_8 0.34, buf_4 0.63, buf_4 0.61, buf_4 0.65, buf_12 0.49, mux4_2 0.60
a221oi_1 0.28, o21ai_0 0.41, nand2_1 0.18, nor2_1 0.06
power groups by stage:
stage | Sequential [W] | Combinational [W] | Clock, W
CTS | 0.00570 | 0.000537 | 0.00474
global route | 0.00573 | 0.000606 | 0.00493
finish | 0.00570 | 0.000535 | 0.00466
through the flow:
| stage | std cells | cell area (µm²) |
|---|---|---|
| after global placement | 11623 | 132000 |
| after CTS | 12237 | 143000 |
| after detailed placement | 11623 | 132000 |
| after floorplan | 7572 | 125000 |
| final | 12244 | 143000 |
| after global routing | 12239 | 143000 |
Power and IR drop assume default switching activity.
