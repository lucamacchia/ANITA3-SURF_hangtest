==> design.v <==
module DAC_CTRL_v3( input clk_i,
		    input dac_we_i,
		    input [4:0] dac_waddr_i,
		    input [15:0] dac_dat_i,
			 input [4:0] dac_raddr_i,
		    output [15:0] dac_dat_o,
		    input update_i,
			 output busy_o,
		    output SCLK,
		    output NSYNC,
		    output [7:0] DIN );
   reg [11:0] 			 dac_storage[7:0][3:0];
   wire [11:0] 			 dac_out[7:0];
   reg [1:0] 			 dac_sel = {2{1'b0}};
   wire [2:0] 			 dac_sel_plus_one = dac_sel + 1;   
   reg [15:0] 			 dac_shift_regs[7:0];
   integer 			 i,j;
   initial begin
      for (i=0;i<8;i=i+1) begin
			 for (j=0;j<4;j=j+1) begin
				 dac_storage[i][j] <= {12{1'b0}};	    
			 end
			 dac_shift_regs[i] <= {16{1'b0}};	 
      end
   end
   integer k;  
   always @(posedge clk_i) begin
      for (k=0;k<8;k=k+1) begin
			if (dac_we_i && (dac_waddr_i[4:2] == k))
					dac_storage[k][dac_waddr_i[1:0]] <= dac_dat_i[11:0];
      end
   end
   generate
      genvar l;
      for (l=0;l<8;l=l+1) begin : LP
		 assign dac_out[l] = dac_storage[l][dac_sel];
		 assign DIN[l] = dac_shift_regs[l][15];
      end
   endgenerate
   reg [15:0] dac_dat_out = {16{1'b0}};
   always @(posedge clk_i) begin
      dac_dat_out <= dac_storage[dac_raddr_i[4:2]][dac_raddr_i[1:0]];
   end
   localparam FSM_BITS = 3;
   localparam [FSM_BITS-1:0] IDLE = 0;
   localparam [FSM_BITS-1:0] LOAD = 1;   
   localparam [FSM_BITS-1:0] NSYNC_LOW = 2;
   localparam [FSM_BITS-1:0] SHIFT_LOW = 3;
   localparam [FSM_BITS-1:0] SHIFT_HIGH = 4;
   localparam [FSM_BITS-1:0] SHIFT_DONE = 5;
   localparam [FSM_BITS-1:0] DONE = 6;
   reg [FSM_BITS-1:0] state = IDLE;
   reg 		      updating = 0;
   integer 	      m;
   (* IOB = "TRUE" *)
   reg 		      sclk_reg = 0;
   (* IOB = "TRUE" *)
   reg nsync_reg = 1;
   reg [3:0] shift_count = {4{1'b0}};
   wire [4:0] shift_count_plus_one = shift_count + 1;   
	reg toggle = 1'b0;
	reg update_d = 1'b0;
	reg update_slow = 1'b0;
   always @(posedge clk_i) begin
		toggle = ~toggle;  
		update_d<= update_i;
		update_slow<= update_d | update_i;
		if(toggle)
		 begin
		if (update_i) begin 
								updating <= 1;
						  end
		else if (state == DONE) updating <= 0;
	   if(toggle)  
			begin
				case (state)
					IDLE: if (update_slow) state <= LOAD;
					LOAD: state <= NSYNC_LOW;
					NSYNC_LOW: state <= SHIFT_LOW;
					SHIFT_LOW: if (shift_count_plus_one[4]) state <= SHIFT_DONE;
								  else state <= SHIFT_HIGH;
					SHIFT_HIGH: state <= SHIFT_LOW;
					SHIFT_DONE: if (dac_sel_plus_one[2]) state <= DONE;
								  else state <= LOAD;
					DONE: state <= IDLE;
				endcase
				if (state == SHIFT_DONE) shift_count <= {4{1'b0}};      
				else if (state == SHIFT_HIGH) shift_count <= shift_count_plus_one;
				if (update_slow) updating <= 1;
				else if (state == DONE) updating <= 0;
				if (state == LOAD) nsync_reg <= 0;
				else if ((state == SHIFT_DONE) && shift_count_plus_one[4]) 
					nsync_reg <= 1;
				sclk_reg <= !(state == SHIFT_LOW);
				if (state == SHIFT_DONE) dac_sel <= dac_sel_plus_one;
				for (m=0;m<8;m=m+1) begin
					if (state == LOAD) begin
						 dac_shift_regs[m] <= {dac_sel[1],dac_sel[0],1'b1,
															 !(dac_sel[1] && dac_sel[0]),
															 dac_out[m]};
					end else if (state == SHIFT_HIGH) begin
						dac_shift_regs[m] <= {dac_shift_regs[m][14:0],1'b0};
					end
				end      
		   end
     end  
   end  
	assign NSYNC = nsync_reg;
	assign SCLK = sclk_reg;
	assign dac_dat_o = dac_dat_out;
	assign busy_o = updating;
endmodule  
==> run.sh <==
#!/bin/bash
# OpenROAD 26Q1-2900-gdf79404cd8, Yosys 0.63+post, stock flow scripts
make -C /OpenROAD-flow-scripts/flow DESIGN_CONFIG=/design/flow/config.mk WORK_HOME=/design/flow/orfs finish
==> config.mk <==
export PLATFORM = sky130hd
export DESIGN_NAME = DAC_CTRL_v3
export DESIGN_NICKNAME = DAC_CTRL_v3
export VERILOG_FILES = /design/flow/design.v
export SDC_FILE = /design/flow/constraint.sdc
export NUM_CORES = 4
export LEC_CHECK = 1
export CORE_UTILIZATION = 50
==> constraint.sdc <==
current_design DAC_CTRL_v3

set clk_period 11.3
set clk_io_pct 0.2

create_clock -name clk0 -period $clk_period [get_ports {clk_i}]

set non_clock_inputs [all_inputs -no_clocks]
set_input_delay [expr $clk_period * $clk_io_pct] -clock clk0 $non_clock_inputs
set_output_delay [expr $clk_period * $clk_io_pct] -clock clk0 [all_outputs]
==> metrics.csv <==
metric;value;unit
status;finished clean;
routed_wl;57.5;mm
clockRootBuffer;clkbuf_16;
grt_max_degree;94;
die_area;0.0485;mm²
ys.warnings.count;2;
cts_buffer_depth;3;
postCtsHoldBufs;0;
dieWidth;220;µm
seq_area;0.0160;mm²
ys_ff;539;
p_leak;0.00949;µW
worst-endpoint-required;11.73;ns
fmax;0.203;GHz
cts_tree;yes;
whs_path_depth;1;
p_seq_share;50.4;%
ant_nets;0;
cp_data_arrival_time;5.35;ns
area_growth_syn_to_layout;11.7;%
drcViolationCount;0;
yosys_cells;1534;
rows;79;
critPathMaxFanout;90;
cts_max_level;2;
track_usage;27.2;%
overflow;0;
slew_headroom;38.8;%
pwr-share-clk;32.9;%
yosys_area;0.0238;mm²
num-fill-cells;3592;
rsz0062_at_grt;no;
fin_util;56.9;%
p_sw;1470;µW
drv_cap;0;
p_comb_share;16.8;%
ff2ff_path_depth;6;
setup_viol;0;
fp-utilization;51.0;%
layout-drive-gt1-share;15.5;%
diodes;0;
num_io_pins;56;
via_per_inst;5.95;
tightest_slew;0.919;ns
finalClockPeriodUsage;43.5;%
edf_count;524;
num_vias;13400;
fin_setup_tns;0;ns
critical_path.startpoint_type;input port;
ff_type;edfxtp_1;
portBuffers;47;
postSynthCellCount;1534;
clock_sinks;539;
slew_viol_final;0;
clk-insertion-delay-late;0.61;ns
dieHeight;220;µm
timing_worst_setup_path_type;input port to flop;
logic_area;0.00702;mm²
pwr_density_cell;205;mW/mm²
synthArstFlopShare;0;%
syn-cell-area;0.0238;mm²
grt_pass1_wl;84.6;mm
hold_path_class;flop to flop;
clkTransAtPathRegs;0.06;ns
post_drt_wl_per_cell;25.6;µm
coreArea;0.0468;mm²
synth.distinct_cells;40;
grt_pass1_vias;14100;
post_cts_buffers;0;
switching_share;26.8;%
regMostFlops;dac_storage;
largest_register_ffs;384;
fin_crit;4.92;ns
cts_buffers;55;
skew;0.0190;ns
drtPass1Iterations;16;
ys_seq_share;67.3;%
finalHoldViolCount;0;
ctsResizeCount;0;
gp_congestion;0.844;
warning_count;29;
largestRegisters;dac_storage (384), dac_shift_regs (128), dac_dat_out (12);
cellInternalPower;4000;µW
end_kind;flop;
ir_drop;0.146;mV
drt-initial-drc-count;725;
syn_area_per_cell;15.5;µm²
antenna_found_initial;0;
hpwl;31.5;mm
-- final cells by class --
type	instances	area share (%)
inverter	4	0.0658
multi-input combinational	882	26.4
clock inverter	26	0.832
tap	607	2.85
sequential	539	60.2
timing repair buffer	110	3.70
clock buffer	77	5.94
-- cells in the mapped netlist, types with 4 or more instances --
library cell | number | area share [%]
a21o_1 | 16 | 0.50
a21oi_1 | 28 | 0.59
a22o_1 | 24 | 0.88
a22oi_1 | 48 | 1.5
a31oi_1 | 12 | 0.32
and2_1 | 4 | 0.10
and3_1 | 10 | 0.26
buf_12 | 8 | 0.67
buf_2 | 37 | 0.78
buf_4 | 28 | 0.88
buf_6 | 9 | 0.43
clkbuf_1 | 24 | 0.38
dfxtp_1 | 15 | 1.3
edfxtp_1 | 524 | 66
mux2i_1 | 192 | 8.1
mux4_2 | 96 | 9.1
nand2_1 | 295 | 4.6
nand2b_1 | 12 | 0.32
nand3_1 | 30 | 0.63
nand4_1 | 13 | 0.34
nor2_1 | 57 | 0.90
nor2b_1 | 10 | 0.26
nor3_1 | 15 | 0.32
-- kinds of logic (layout without fill, tap and decap cells) --
kind of cell | count (synthesis) | after routing | synth area share, %
compound gates | 132 | 132 | 3.93
xor+xnor | 3 | 3 | 0.110
fa+ha+maj | 2 | 2 | 0.105
buf+inv | 116 | 217 | 3.43
flops | 539 | 539 | 67.3
mux | 288 | 288 | 17.1
other cells | 1 | 4 | 0.0157
simple gates | 453 | 453 | 7.98
-- routing by layer --
metal	vias up	share of wire, %	global-route usage [%]
met3	98	14	16.5
met5	-	0	0.303
met4	0	2.9	6.46
met2	701	48	40.4
li1	6002	-	-
met1	6553	35	36.8
-- placed cells by master (no fill, tap or decap), types with 2 or more instances in the layout --
master           instances
a21oi_1                 28
and2_1                   2
a21o_1                  16
buf_4                   60
edfxtp_1               524
clkbuf_8                 8
and3_1                  10
nand2b_1                12
clkinv_2                12
nor2b_1                  8
mux2i_1                192
clkbuf_1                12
bufinv_16                4
nand3_1                 30
nor3_1                  14
a22o_1                  24
a22oi_1                 48
or2_2                    3
xnor2_1                  2
nand4_1                 13
ha_1                     2
a31oi_1                 12
clkinv_1                 9
nor2_1                  56
inv_1                    3
clkbuf_16               57
nand2_1                295
dfxtp_1                 15
clkdlybuf4s50_1         46
buf_12                   3
nor2_4                   2
mux4_2                  96
nor2b_4                  2
conb_1                   4
-- worst paths after layout --
| check | from | end | slack (ns) |
|---|---|---|---|
| setup reg to reg | state[2] | dac_shift_regs[2][2] | 8.39 |
| hold reg to reg | update_d | update_slow | 0.41 |
| hold / removal | update_d | update_slow | 0.41 |
| setup / recovery | dac_raddr_i[1] | dac_dat_out[4] | 6.38 |
-- power by group through the flow --
stage	Combinational, µW	Sequential, µW	Clock (µW)
global route	1030	2790	1900
CTS	931	2760	1830
finish	917	2750	1800
-- critical path, stage by stage --
cell	delay [ns]
buf_8	0.47
buf_12	0.57
buf_4	0.69
mux2i_1	0.29
a22oi_1	0.10
a31oi_1	0.64
nand3_1	0.18
-- stage by stage --
step | instances | setup slack, ns | hold slack, ns | instance area (µm²) | power [µW]
after global placement | 2142 | 5.84 | 0.400 | 24800 | 3710
after CTS | 2245 | 6.48 | 0.417 | 26600 | 5520
after detailed placement | 2142 | 5.83 | 0.402 | 24800 | 3720
final | 2245 | 6.38 | 0.414 | 26600 | 5470
after global routing | 2245 | 6.16 | 0.429 | 26600 | 5710
after floorplan | 1537 | 1.10 | 0.389 | 23800 | 3460
Power figures rest on the tool's default switching activity, not on a simulated workload.
