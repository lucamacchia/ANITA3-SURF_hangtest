## run.sh

```bash
#!/bin/bash
# OpenROAD 26Q1-2900-gdf79404cd8, Yosys 0.63+post, stock flow scripts
make -C /OpenROAD-flow-scripts/flow DESIGN_CONFIG=/design/flow/config.mk WORK_HOME=/design/flow/orfs finish
```

## config.mk

```make
export PLATFORM = sky130hd
export DESIGN_NAME = RF_Pow_Ben
export DESIGN_NICKNAME = RF_Pow_Ben
export VERILOG_FILES = /design/flow/design.v
export SDC_FILE = /design/flow/constraint.sdc
export NUM_CORES = 4
export LEC_CHECK = 1
export CORE_UTILIZATION = 40
```

## constraint.sdc

```tcl
current_design RF_Pow_Ben

set clk_period 5.4
set clk_io_pct 0.2

create_clock -name clk0 -period $clk_period [get_ports {CLK}]

set non_clock_inputs [all_inputs -no_clocks]
set_input_delay [expr $clk_period * $clk_io_pct] -clock clk0 $non_clock_inputs
set_output_delay [expr $clk_period * $clk_io_pct] -clock clk0 [all_outputs]
```

## design.v

```verilog
`timescale 1ns / 1ps
module RF_Pow_Ben(
	 input AD_nBusy,       
    input [11:0] AData,  
    input CLK,  
	 input [4:0] RAD,  
	 input RCLK,  
    output [2:0] MUXSel,  
    output [15:0] RFPWR,     
	 output AD_nCONVST,  
    output AD_nCS,      
    output AD_nRD,       
	 output [11:0] AData_debug,
	 output [5:0] signals_debug,  
	 output [25:0] adder_debug,
	 output [15:0] sampleCount_debug,
	 output AD_nCS_debug,
	 output AD_nCONVST_debug,
	 output AD_nRD_debug
    );
	reg AD_nRD_reg = 1;
	reg AD_nCONVST_reg = 1;
	assign AD_nCS = 1'b0;  
	assign AD_nCONVST = AD_nCONVST_reg;
	assign AD_nRD = AD_nRD_reg;
	assign AD_nCS_debug =  AD_nCS;
	assign AD_nCONVST_debug = AD_nCONVST;
	assign AD_nRD_debug = AD_nRD;
	reg [15:0] block_ram [31:0];
	reg [15:0] block_ram_out;
	reg [4:0] wr_addr_MSB = {5{1'b0}};  
	reg [4:0] wr_addr_LSB = {5{1'b0}};
	reg [4:0] wr_timing_addr_MSB = {5{1'b0}};
	reg [4:0] wr_timing_addr_LSB = {5{1'b0}};
	reg write = 1'b0;
	reg sample = 1'b0;  
	reg [1:0] wrapCount = {4{1'b0}};  
	reg [15:0] sampleCount = {16{1'b0}};  
	reg [23:0] RF_PowAdder = {24{1'b0}};  
	assign adder_debug = RF_PowAdder;
	reg [2:0] MUXSel_reg = {3{1'b0}};
	assign MUXSel = MUXSel_reg;
	reg [3:0] sample_timer = 0;
	wire [4:0] sample_timer_wrap = sample_timer + 1;
	reg sample_flag = 0;          
	reg sampleHold_flag = 0;      
	reg changeSig_flag = 0;       
	assign signals_debug[1] = changeSig_flag;
	reg changeSigHold_flag = 0;   
	assign signals_debug[0] = changeSigHold_flag;
	reg [1:0] rSector_pointer = 0;                   
 	reg [1:0] wSector_pointer = 0;                   
	reg [1:0] wTimingSector_pointer = 0;             
	reg [2:0] sample_state = 0;   
	assign signals_debug[5:4] =  sample_state;
	reg [2:0] write_state = 0;    
	assign signals_debug[3:2] =  write_state;	
	wire [3:0] channelWrap = MUXSel_reg + 1;  
	reg [5:0] changeSigHold_counter = 0;   
	wire [6:0] changeSigHold_counter_wrap = changeSigHold_counter + 1;  
	reg [15:0] RFPWR_reg = {16{1'b0}};
	reg rSector_increment = 0;
	always @ (posedge CLK) begin	 
		if (RAD[2:0] == 3'b000 && rSector_increment == 0) begin
			rSector_increment <= 1;
			rSector_pointer <= rSector_pointer + 1;
		end
		if (RAD[2:0] == 3'b001) begin
			rSector_increment <= 0;
		end
		RFPWR_reg <= block_ram[RAD];
	end
	assign RFPWR = RFPWR_reg;
	always @ (posedge CLK) begin  
		sample_timer <= sample_timer + 1;
		if (sample_timer_wrap[4] == 1) sample_flag <= 1;    
		if (sampleCount == 4096 && changeSigHold_flag == 0) begin
			changeSig_flag <= 1;   
		end
		if (changeSigHold_flag == 1) begin
			changeSigHold_counter <= changeSigHold_counter + 1;
		end
		if (changeSigHold_counter_wrap[6] == 1) begin 
			changeSigHold_flag <= 0;
			changeSigHold_counter <= 0;
		end
		if (changeSig_flag == 1 && sampleHold_flag == 0) begin
			wrapCount <= wrapCount + channelWrap[3];  
			changeSig_flag <= 0;                      
			sample_timer <= 0;                        
			changeSigHold_flag <= 1;                  
			write_state <= write_state + 1;           
		end
		wSector_pointer <= "00";  
		if (write_state == 2'd1) begin
			wr_addr_MSB[2:0] <= MUXSel_reg;
			wr_addr_MSB[4:3] <= "00";
			wr_addr_LSB[2:0] <= MUXSel_reg;
			wr_addr_LSB[4:3] <= "01";
			wr_timing_addr_LSB[0] <= "0";
			wr_timing_addr_LSB[4] <= "1";
			wr_timing_addr_LSB[3] <= MUXSel_reg[2];
			wr_timing_addr_LSB[2:1] <= MUXSel_reg[1:0];
			wr_timing_addr_MSB[0] <= "1";
			wr_timing_addr_MSB[4] <= "1";
			wr_timing_addr_MSB[3] <= MUXSel_reg[2];
			wr_timing_addr_MSB[2:1] <= MUXSel_reg[1:0];
			write_state <= write_state + 1;
		end
		if (write_state == 2'd2) begin
			MUXSel_reg <= MUXSel_reg + 1;             
			write_state <= write_state + 1;
		end
		if (write_state == 2'd3) begin
			block_ram[wr_addr_MSB] <= RF_PowAdder[23:8];  
			block_ram[wr_addr_LSB] <= RF_PowAdder[7:0];  
			RF_PowAdder <= {24{1'b0}};  
			sampleCount <= {16{1'b0}};  
			write_state <= 0;  
		end
		if (sample_flag == 1'b1 && sample_state == 3'b000 && AD_nBusy == 1'b1 && changeSig_flag == 0 && changeSigHold_flag == 0) begin
			sample_flag <= 0;
			sample_state <= 3'b001;
			sampleHold_flag <= 1;
			sampleCount <= sampleCount + 1;  
		end
		case (sample_state)   
			3'b001: begin
				AD_nCONVST_reg <= 1'b0;
				sample_state <= sample_state + 1;
				end
			3'b010: sample_state <= sample_state + 1;  
			3'b011: begin
				sample_state <= sample_state + 1;
				end
			3'b100: begin
				if (AD_nBusy == 1) begin
					AD_nCONVST_reg <= 1'b1;
					AD_nRD_reg <= 0;
					sample_state <= sample_state + 1;
					end
				end
			3'b101: sample_state <= sample_state + 1;  
			3'b110: begin
				RF_PowAdder <= RF_PowAdder + AData;
				AD_nRD_reg <= 1;
				sample_state <= 3'b000;  
				sampleHold_flag <= 0;
				end
			endcase  
		end  
endmodule
```

==> reports/metrics.yaml <==
grt_pass1_vias: 7223
ir_drop_v: 0.0002682
ys_ff: 277
top_area_cell: "edfxtp_1"
wire_per_inst_um: 16.59
p_int_mw: 3.744
netlist_logic_family_top: "multiplexers"
synth-edff-count: 177
power_density_mw_per_mm2: 341.1
die_h_um: 176.1
top_cell: "edfxtp_1"
xor_share_pct: 1.806
p_clk_share_pct: 44.0
via_per_inst: 5.007
syn_to_final_growth_pct: 16.14
fp_util_pct: 40.79
dr_total_vias: 7245
cts_buffers: 29
largest_reg_flops: 192
grt_pass1_wl_um: 38830
ys_warn_count: 29
track_usage_pct: 17.09
cp_slowest_cell: "o2111ai_1"
clock.fmax_mhz: 310.0
worst_pin_slew_ps: 855.5
slew_headroom_pct: 41.34
reg.largest.list: "block_ram (192), RF_PowAdder (24)"
syn_avg_cell_area_um2: 12.51
synth_cell_types: 49
crit_chain: "clkdlybuf4s50_1 -> ha_1 -> fa_1 -> a211oi_1 -> nor2_1 -> o2111ai_1 -> a2111oi_0 -> mux2i_1"
critPathCaptureType: "flip-flop"
fp-row-count: 63
synth.top_cell.area_share_pct: 43.85
startpoint_type: "input port"
drtIter0Drc: 399
common_cells: "edfxtp_1 (177), nor2_1 (121), nand2_1 (108)"
clockBufferDepth: 3
hold_class: "reg -> reg"
power.switching_mw: 1.058
slowest_delay_ps: 530
simple_gate_area_share_pct: 10.94
finalPower_mw: 4.802
chip_area_mm2: 0.03100
fp.coreArea_mm2: 0.02972
maxCapViolations: 0
drc: 0
setup_viol: 0
num_antenna_cells: 0
ys_sh_adder_pct: 2.746
antenna_found_initial: 0
routed_wl_um: 24010
required_ps: 5690
cts_resized: 0
tns_ps: 0
drive_gt1_share_pct: 11.35
worstPathMaxFanout: 6
critPathArrivalTime_ps: 3510
finalCritPeriodShare_pct: 59.74
cts_root_buffer: "clkbuf_16"
fin_skew_ps: 14.20
slew_viol_final: 0
cts_setup_buffers: 0
rsz0062_at_grt: "false"
leakage_nw: 5.404
final_core_utilization_pct: 47.37
top_register: "block_ram"
pin_count: 105
place.gp.congestion: 0.8116
io_buffers: 70
status: "finished, final reports clean"
synth_cells: 969
synth_stat.cells: 969
flop_cell: "edfxtp_1"
critPathKind: "in -> reg"
die_w_um: 176.1
clock-sinks: 277
clock.latency.late_pin_ps: 560
grt.overflow.total: 0
netlist_area_mm2: 0.01212
ys_async_sr_fraction_pct: 0
yosysChipArea_mm2: 0.01212
seqPwrFrac_pct: 48.6
cts_hold_buffers: 0
cts.reportedPaths.clkPinSlew_ps: 60
drtAntennaViolNets: 0
cts_tree: "yes"
ys_seq_share_pct: 60.36
period_needed_ps: 3226
combPwrFrac_pct: 7.4
synthTopCellsByArea: "edfxtp_1 (44%), dfxtp_1 (17%), mux4_2 (10%), nor2_1 (3.7%), o21ai_0 (3.4%)"
path_delay_family: "AND-OR/OR-AND gates"
htreeDepth: 1
aoi_share_pct: 6.699
hold_viol_final: 0
tool_warnings: 33
switching_share_pct: 22.03
hpwl_um: 16550
cp.buffers_inverters: 1
grt_max_degree: 49
drtPass1Iterations: 4
ys_sh_mux_pct: 12.55
worst reg2reg max path, delay by kind of cell (launching register included):
kind	cells	cell delay [ps]
mux	1	150
fa+ha+maj	2	750
flops	1	570
simple gates	1	150
compound gates	3	1030
power groups by stage:
stage         sequential [mW]  clock (mW)  combinational, mW
CTS                      2.33        2.16              0.358
global route             2.34        2.24              0.401
finish                   2.33        2.11              0.354
path summary, 6_finish.rpt:
path | from | to | slack [ps] | cells after the start
min reg2reg | block_ram[6][11]$_SDFFE_PP0P_ | block_ram[6][11]$_SDFFE_PP0P_ | 450 | 2
max | AData[0] | RF_PowAdder[22]$_SDFFCE_PN0P_ | 2170 | 8
min | block_ram[6][11]$_SDFFE_PP0P_ | block_ram[6][11]$_SDFFE_PP0P_ | 450 | 2
max reg2reg | RF_PowAdder[0]$_SDFFCE_PN0P_ | RF_PowAdder[22]$_SDFFCE_PN0P_ | 2470 | 7
routing by layer:
layer | vias up | share of wire, % | GRT usage (%)
met2 | 166 | 49 | 27.28
li1 | 3579 | - | -
met3 | 29 | 6.8 | 5.094
met1 | 3471 | 42 | 25.17
met4 | 0 | 1.8 | 2.645
met5 | - | 0 | 0
area by class of cell:
cell class | count | area, µm²
flip-flops and latches | 277 | 7317
clock inverters | 20 | 274.0
repair buffers | 86 | 810.8
well taps | 390 | 488.0
multi-input cells | 611 | 4335
fillers | 2583 | 15640
inverters | 29 | 108.9
clock buffers | 34 | 744.5
metrics by stage:
stage	cells	hold WS, ps	area, µm²	setup slack [ps]
floorplan	1000	417.5	12240	2345
global placement	1393	428.6	13060	1536
detailed placement	1393	438.3	13060	1595
CTS	1447	454.1	14080	2172
global route	1447	475.5	14080	1959
finish	1447	452.2	14080	2174
layout by cell type (no fill, tap or decap), types with 10 or more instances in the layout:
cell	n
clkdlybuf4s50_1	68
clkbuf_16	29
mux2i_1	26
nand2b_1	13
dfxtp_1	100
nand3_1	22
conb_1	33
o21ai_0	83
mux4_2	56
a21oi_1	13
buf_4	16
xnor2_1	10
nand2_1	108
xor2_1	15
inv_1	29
a211oi_1	11
edfxtp_1	177
ha_1	25
nor2_1	121
cells by family (layout without fill, tap and decap cells):
kind of cell | after synthesis | after routing
compound gates | 138 | 138
xor+xnor | 25 | 25
fa+ha+maj | 26 | 26
buf+inv | 112 | 169
flops | 277 | 277
mux | 82 | 82
other cells | 2 | 33
simple gates | 307 | 307
Power is estimated from default activity; no workload was simulated.
